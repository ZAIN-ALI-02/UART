==> flow/design.v <==
module Transmitter (
    input wire clk,                 
    input wire reset,               
    input wire enable,              
    input wire [7:0] data_in,       
    input wire Baud_Tick,
    output reg T_X                
);
reg [1:0] c_s , n_s ;
reg [7:0] shift_reg = 0;
reg [7:0] receiver_reg = 0;
reg  [4:0] Baud_count_reg = 0;
integer i = 0;
    localparam IDLE  = 2'b00;
    localparam START = 2'b01;
    localparam DATA  = 2'b10;
    localparam STOP  = 2'b11;
always @(posedge clk)
begin
    if (reset)  
    begin
    c_s <= IDLE;
    end
    else  
    begin
        c_s <= n_s;
        if (Baud_Tick)
        Baud_count_reg <= Baud_count_reg + 1'b1;
       else
      begin
      if (Baud_count_reg == 16)begin
         Baud_count_reg <= 0;
        end
        end
end
end
  always @(*) begin
    case(c_s)
      IDLE : begin
         n_s = enable ? START : IDLE ;
         T_X = 1'b1;
         shift_reg = data_in;
         end
      START : begin
         T_X = 1'b0;
         if (Baud_count_reg == 16)
         n_s = DATA;
         else n_s = START;
         end
      DATA : begin
         T_X = shift_reg[i];
         if (Baud_count_reg == 16)
            i = i + 1;
              if (i == 8)begin
              i = 1'b0;
              n_s = STOP ;
              end
         end
    STOP : begin
          T_X = 1'b1;
         if (Baud_count_reg == 16)
         n_s = IDLE;
         else n_s = STOP;
         end
     default : begin 
         n_s = IDLE ;
         T_X = 1'b1 ;
         end
    endcase
  end
endmodule
==> flow/run.sh <==
#!/bin/bash
# OpenROAD 26Q1-2900-gdf79404cd8, Yosys 0.63+post, stock flow scripts
make -C /OpenROAD-flow-scripts/flow DESIGN_CONFIG=/design/flow/config.mk WORK_HOME=/design/flow/orfs finish
==> flow/config.mk <==
export PLATFORM = sky130hd
export DESIGN_NAME = Transmitter
export DESIGN_NICKNAME = Transmitter
export VERILOG_FILES = /design/flow/design.v
export SDC_FILE = /design/flow/constraint.sdc
export NUM_CORES = 4
export LEC_CHECK = 1
export CORE_UTILIZATION = 40
==> flow/constraint.sdc <==
current_design Transmitter

set clk_period 2.3
set clk_io_pct 0.2

create_clock -name clk0 -period $clk_period [get_ports {clk}]

set non_clock_inputs [all_inputs -no_clocks]
set_input_delay [expr $clk_period * $clk_io_pct] -clock clk0 $non_clock_inputs
set_output_delay [expr $clk_period * $clk_io_pct] -clock clk0 [all_outputs]
==> reports/qor.yml <==
largest_register_ffs: 32
fp.dieW_um: 79.2
clock.fmax_mhz: 524
syn_to_final_growth_pct: 10.7
ys_cells: 267
wl_met3_um: 88
core_util_floorplan_pct: 42.3
warnings: 30
fin_skew_ns: 0.00133
crit_arrival_ns: 1.45
num_antenna_cells: 0
rsz0062_at_grt: "false"
cts-htree-levels: 1
cts_buffer_depth: 2
cp-end-kind: "primary output"
relSlewSlack_pct: 52.0
slew_viol_final: 0
ys_area_mm2: 0.00239
ios: 13
start_kind: "flop"
largest_area_cell: "dlxtn_1"
wirelength_um: 4640
cts_root_buf: "clkbuf_8"
synth-edff-count: 5
coreArea_mm2: 0.00564
wl_met1_um: 2430
hold_path.class: "reg2reg"
avgSynthCellArea_um2: 8.94
tns_ns: 0
grt_max_degree: 33
cts_buffers: 3
untimed_endpoints: 42
cts.clk_slew.worst_paths_ns: 0.04
vias: 1910
grt_pass1_wl_um: 7950
grt_usage_pct: 16.1
cap_viol_max_count: 0
overflow: 0
hold_viol: 0
ys_ff: 49
drc: 0
unclocked_regs: 42
synthArstFlopShare_pct: 0
routabilityCongestion: 0.844
die-area_mm2: 0.00628
holdBufCountCts: 0
met2_length_um: 2050
die_h_um: 79.2
status: "finished clean"
synthFlopType: "dlxtn_1"
cts_tree: "built"
fin_crit_ns: 1.91
power_leakage_nw: 1.01
num_rows: 27
grt_antenna_before_repair: 0
tightest_slew_ns: 0.713
top_layer_used: "met4"
fin_crit_sh_pct: 83.0
synth_cell_types: 55
wl_per_cell_um: 13.4
portBuffers: 12
crit_fanout: 4
critPathKind: "reg2out"
peakVddDrop_mv: 0.326
drive_gt1_share_pct: 13.1
final.fill_count: 528
top_cells_by_area: "dlxtn_1, xnor2_1, edfxtp_1, dlxtp_1, ha_1"
top_area_share_pct: 21.4
mappedNetlistArea_mm2: 0.00239
powerDensity_mw_per_mm2: 156
syn-instance-count: 267
clock.latency.late_pin_ns: 0.22
fin_util_pct: 46.8
required_ns: 1.84
drt_first_pass_iters: 4
ant_nets: 0
yosysWarnings: 97
vias_per_cell: 5.50
grt_pass1_vias: 1715
setup_violations: 0
fin_hold_ws_ns: 0.609
hpwl_um: 3510
drtIter0Drc: 93
==> final timing paths <==
| check | start | depth (start not counted) | end | slack (ns) |
|---|---|---|---|---|
| max | c_s[0] | 6 | T_X | 0.39 |
| min | Baud_count_reg[0] | 1 | Baud_count_reg[0] | 0.61 |
| max reg2reg | Baud_count_reg[0] | 5 | Baud_count_reg[4] | 0.46 |
| min reg2reg | Baud_count_reg[0] | 1 | Baud_count_reg[0] | 0.61 |
==> cell type report <==
cell class | instances | area (um2) | area share (%)
clock buffer | 4 | 45.0 | 1.70
inverter | 10 | 37.5 | 1.42
multi-input combinational | 196 | 1490 | 56.5
sequential | 49 | 823 | 31.2
tap | 72 | 90.1 | 3.41
timing repair buffer | 16 | 153 | 5.78
==> power by group <==
part / internal, mW / switching [mW] / total [mW] / leakage, nW
clock: 0.119 / 0.0451 / 0.164 / 0.0228
sequential: 0.164 / 0.0148 / 0.179 / 0.390
combinational: 0.0429 / 0.0254 / 0.0684 / 0.600
==> cells in the final DEF (no fill, tap or decap), types with 3 or more instances in the layout <==
| master | synthesis | final |
|---|---|---|
| a211oi_1 | 3 | 3 |
| and2_1 | 7 | 7 |
| and3_1 | 5 | 5 |
| and4_1 | 4 | 4 |
| buf_4 | 3 | 4 |
| clkbuf_8 | 0 | 3 |
| clkdlybuf4s50_1 | 0 | 11 |
| dlxtn_1 | 34 | 34 |
| dlxtp_1 | 8 | 8 |
| edfxtp_1 | 5 | 5 |
| ha_1 | 8 | 7 |
| inv_1 | 10 | 8 |
| mux2i_1 | 6 | 6 |
| nand2_1 | 13 | 13 |
| nand3_1 | 18 | 18 |
| nand4_1 | 14 | 14 |
| nand4_2 | 3 | 3 |
| nand4b_1 | 4 | 4 |
| nor2_1 | 15 | 15 |
| nor2b_1 | 3 | 3 |
| nor3_1 | 4 | 4 |
| nor3_2 | 3 | 3 |
| nor3b_1 | 3 | 3 |
| nor4_1 | 7 | 7 |
| nor4_2 | 3 | 3 |
| o21ai_0 | 4 | 4 |
| or2_2 | 5 | 5 |
| or3_1 | 3 | 3 |
| xnor2_1 | 23 | 23 |
| xor2_1 | 6 | 6 |
==> per-stage QoR <==
stage          setup WS, ns  power [mW]  area [um2]  std cells
4_1_cts             0.00451       0.416        2620        347
5_1_grt               0.305       0.437        2640        347
2_1_floorplan         0.551       0.218        2390        267
3_3_place_gp         0.0945       0.247        2560        342
3_5_place_dp          0.105       0.248        2560        342
6_report              0.391       0.411        2640        347
==> cells in the mapped netlist, types with 2 or more instances <==
| library cell | instances |
|---|---|
| mux4_2 | 2 |
| or2_2 | 5 |
| nor3_1 | 4 |
| or3_1 | 3 |
| nand4b_1 | 4 |
| dlxtp_1 | 8 |
| o21ai_0 | 4 |
| buf_2 | 6 |
| nand4_1 | 14 |
| inv_1 | 10 |
| buf_4 | 3 |
| nor4_2 | 3 |
| a211oi_1 | 3 |
| xor2_1 | 6 |
| and3_1 | 5 |
| nor3_2 | 3 |
| o31ai_1 | 2 |
| nor4_1 | 7 |
| clkbuf_1 | 2 |
| a21boi_0 | 2 |
| dlxtn_1 | 34 |
| nand4_2 | 3 |
| and2_1 | 7 |
| nor2_1 | 15 |
| mux2i_1 | 6 |
| xnor2_1 | 23 |
| nor3b_1 | 3 |
| nor4b_1 | 2 |
| o31a_1 | 2 |
| a31oi_1 | 2 |
| nand2_1 | 13 |
| nand3_1 | 18 |
| a21oi_1 | 3 |
| and4_1 | 4 |
| dfxtp_1 | 2 |
| nand3b_1 | 2 |
| nor2b_1 | 3 |
| ha_1 | 8 |
| edfxtp_1 | 5 |
==> repair_timing <==
item | CTS | global route
pin swaps | 2 | 1
setup buffers | 1 | 0
gates resized | 5 | 4
setup endpoints to repair | 1 | 1
endpoints found under the hold margin | 0 | 0
==> worst max-delay path, stage by stage (launching register included) <==
cell            delay (ns)
dfxtp_2               0.33
inv_2                 0.08
ha_4                  0.13
inv_2                 0.05
or4_4                 0.42
a21oi_2               0.14
dlymetal6s2s_1        0.09
==> cells by family (layout without fill, tap and decap cells) <==
group / Yosys count / in the layout / share of synthesized area, %
buf+inv: 22 / 30 / 4.30
fa+ha+maj: 8 / 8 / 4.20
compound gates: 24 / 24 / 7.45
latches: 42 / 42 / 26.4
mux: 9 / 9 / 4.88
simple gates: 126 / 126 / 34.1
xor+xnor: 29 / 29 / 10.6
flops: 7 / 7 / 7.97
==> metal layers <==
layer / GRT usage, % / vias up
li1: - / 997
met1: 26.3 / 878
met2: 25.0 / 29
met3: 0.233 / 6
met4: 2.36 / 0
met5: 0 / -
No activity file was given, so power comes from the tool's default toggle rates.
