### flow/design.v
module Baud_Division (
    input wire clk,                  
    input wire reset,                
    input [7:0] Baud_Division,       
    output reg Baud_Tick             
);
reg [7:0] count_reg = 0 ;
always @(posedge clk)
begin
    if (reset)   
    begin
    Baud_Tick <= 0;
    count_reg <= 0;
    end
    else  
    begin
    if (Baud_Division)
    begin
    count_reg <= count_reg + 8'b1;
    Baud_Tick <= 1'b0;
   if (count_reg == Baud_Division)
    begin
        Baud_Tick <= 1'b1;
        count_reg <= 0;
    end
    end
end
end
endmodule
### flow/run.sh
#!/bin/bash
# OpenROAD 26Q1-2900-gdf79404cd8, Yosys 0.63+post, stock flow scripts
make -C /OpenROAD-flow-scripts/flow DESIGN_CONFIG=/design/flow/config.mk WORK_HOME=/design/flow/orfs finish
### flow/config.mk
export PLATFORM = sky130hd
export DESIGN_NAME = Baud_Division
export DESIGN_NICKNAME = Baud_Division
export VERILOG_FILES = /design/flow/design.v
export SDC_FILE = /design/flow/constraint.sdc
export NUM_CORES = 4
export LEC_CHECK = 1
export CORE_AREA = 10 10 81 81
export DIE_AREA = 0 0 91 91
### flow/constraint.sdc
current_design Baud_Division

set clk_period 2.9
set clk_io_pct 0.2

create_clock -name clk0 -period $clk_period [get_ports {clk}]

set non_clock_inputs [all_inputs -no_clocks]
set_input_delay [expr $clk_period * $clk_io_pct] -clock clk0 $non_clock_inputs
set_output_delay [expr $clk_period * $clk_io_pct] -clock clk0 [all_outputs]
==> job_summary.md <==
## Synthesis and layout report

| Metric | Value |
|---|---|
| Post-synth top area cell | dfxtp_1 |
| Worst hold path type | flip-flop to flip-flop |
| Worst Setup SP | Baud_Division[4] |
| Worst-path clk slew | 0.04 ns |
| Ratio of cells with drive above 1 in the final layout | 0.113 |
| Total number of vias | 424 |
| Min Tclk post-route | 1.99 ns |
| Max_cap viols | 0 |
| Pwr per Cell Area | 412 nW/µm² |
| ANT nets after route | 0 |
| Rel. slew slack | 0.616 |
| Synth warn | 1 |
| Largest net degree at the start of global routing | 10 |
| Synth Instances | 58 |
| Syn_area_per_cell | 9.43 µm² |
| Register share after synthesis | 0.330 |
| Clk buf depth | 2 |
| Worst-margin pin slew | 0.572 ns |
| Drt total wl | 1160 µm |
| Yosys top cell by instances | dfxtp_1 |
| RSZ-0062 raised after global routing | no |
| Number of global-route vias before repair | 436 |
| HP Start | Baud_Tick |
| Distinct lib cells | 18 |
| Kind of critical path | input port to flip-flop |
| Initial antenna violation count | 0 |
| Worst slack, placed | 0.672 ns |
| ANT cells | 0 |
| Synth flops | 9 |
| Via density | 3.07 |
| Filler cell count | 554 |
| Root Driver | clkbuf_8 |
| Synthesized cell area | 547 µm² |
| Rows | 25 |
| Max FO, Critical Path | 9 |
| Max VDD drop | 0.000117 V |
| Final setup vio count | 0 |
| Grt total ovfl | 0 |
| Worst Path Required | 3.06 ns |
| Skew final | 0.00262 ns |
| Final Hold Vio Count | 0 |
| DR iter-0 viols | 14 |
| Gp weighted congestion | 0.797 |
| Register Area | 180 µm² |
| Total track usage | 0.0297 |
| Max Slew Vio Count | 0 |
| Max reg flops | 8 |
| H-tree depth | 1 |
| TNS Setup | 0 ns |
| R2R Path Start | count_reg[5] |
| Number of enable flip-flop cells | 0 |
| Post-CTS setup buffer count | 0 |
| OpenROAD warnings | 25 |
| Period utilization | 0.687 |
| First-pass GRT wire length | 2020 µm |
| CP Launch Type | input port |
| Commonest cells in the netlist | dfxtp_1, xor2_1, nor2_1, xnor2_1 |
| Detailed Place HPWL | 965 µm |
| Yosys Chip Area | 547 µm² |
| TritonRoute pass-1 iters | 3 |
| CTS tree | built |
| Area share, top type | 0.330 |
| Critical path arrival | 2.16 ns |
| Gate Area | 350 µm² |
| Top cells by area | dfxtp_1, xor2_1, xnor2_1 |
| Max Freq | 502 MHz |
| Ys cells | 58 |
| Post-cts resize count | 0 |
| Total core area | 4820 µm² |
| Asr flop ratio synth | 0 |
| Dominant flop cell | dfxtp_1 |
| LEAKAGE | 0.254 nW |
| CP Capture Type | flip-flop |
| Cell area after placement | 726 µm² |
| Final design area excluding fillers | 771 µm² |
| WHS | 0.482 ns |
| Cts hold-fix bufs | 0 |
| CTS Buf Count | 3 |
| DRC viols | 0 |
| Clk sink count | 9 |
| Init Core Util | 0.114 |
| Status | finished, final reports clean |
| Die W | 91 µm |
| I/O Buffers | 10 |
| Final WS setup | 0.907 ns |
| Die Y | 91 µm |
| Ports | 11 |
| Latest clock arrival within the worst-skew pair | 0.23 ns |
| Average wire per standard cell | 8.41 µm |
| Area Growth Syn to Fin | 41.0% |
| Die area | 8280 µm² |
==> power by group <==
| group | internal [W] | leakage (nW) | switching (W) |
|---|---|---|---|
| sequential | 0.000128 | 0.0731 | 0.00000530 |
| combinational | 0.0000227 | 0.158 | 0.0000203 |
| clock | 0.0000954 | 0.0228 | 0.0000454 |
| total | 0.000246 | 0.254 | 0.0000710 |
==> cells in the final DEF, fill, tap and decap left out, types with 3 or more instances in the layout <==
cell | Yosys | final
xnor2_1 | 7 | 7
clkbuf_8 | 0 | 3
xor2_1 | 8 | 8
nand2_1 | 3 | 3
dfxtp_1 | 9 | 9
clkdlybuf4s50_1 | 0 | 10
inv_1 | 3 | 3
a211oi_1 | 4 | 4
nand3_1 | 4 | 4
nor2_1 | 7 | 7
==> cell families after synthesis <==
family,synth area share
flip-flops,0.330
buffers and inverters,0.0297
adder cells (fa/ha/maj),0.0229
AND/OR/NAND/NOR,0.238
AND-OR/OR-AND,0.140
XOR/XNOR,0.240
==> worst max-delay path, cell delays in order <==
cell,delay [ns]
clkdlybuf4s50_1,0.47
nor4_4,0.59
nand2_4,0.12
a31o_4,0.29
nor2_1,0.10
==> final cells by class <==
| type | instances | area share |
|---|---|---|
| tap | 67 | 0.109 |
| sequential | 9 | 0.234 |
| inverter | 3 | 0.0146 |
| multi-input combinational | 45 | 0.455 |
| clock buffer | 4 | 0.0584 |
| timing repair buffer | 10 | 0.130 |
==> per-layer routing <==
metal,track usage,wire [µm],up-vias
met5,0,0,-
li1,-,-,230
met3,0.0191,94,2
met2,0.0442,497,8
met1,0.0358,545,184
met4,0.00522,24,0
==> final timing paths <==
kind	end	slack, ns	cells after the start
worst min-delay path	Baud_Tick	0.48	2
worst min register to register	Baud_Tick	0.48	2
worst max register to register	count_reg[3]	1.43	4
worst max-delay path	count_reg[3]	0.91	5
==> metrics by stage <==
step,total power [W],instances,util
final,0.000317,138,0.160
after global routing,0.000336,138,0.160
after CTS,0.000323,138,0.160
after detailed placement,0.000179,134,0.151
after global placement,0.000179,134,0.151
after floorplan,0.000157,58,-
Power and IR drop assume default switching activity.
